==> design.v <==
module	reset_delay(iRSTN, iCLK, oRST);
input		    iRSTN;
input		    iCLK;
output reg	oRST;
reg  [20:0] cont;
always @(posedge iCLK or negedge iRSTN)
  if (!iRSTN) 
  begin
    cont     <= 21'b0;
    oRST     <= 1'b1;
  end
  else if (!cont[20]) 
  begin
    cont <= cont + 21'b1;
    oRST <= 1'b1;
  end
  else
    oRST <= 1'b0;
endmodule
==> run.sh <==
#!/bin/bash
# OpenROAD 26Q1-2900-gdf79404cd8, Yosys 0.63+post, stock flow scripts
make -C /OpenROAD-flow-scripts/flow DESIGN_CONFIG=/design/flow/config.mk WORK_HOME=/design/flow/orfs finish
==> config.mk <==
export PLATFORM = sky130hd
export DESIGN_NAME = reset_delay
export DESIGN_NICKNAME = reset_delay
export VERILOG_FILES = /design/flow/design.v
export SDC_FILE = /design/flow/constraint.sdc
export NUM_CORES = 4
export LEC_CHECK = 1
export CORE_AREA = 10 10 104 104
export DIE_AREA = 0 0 114 114
==> constraint.sdc <==
current_design reset_delay

set clk_period 2.6
set clk_io_pct 0.2

create_clock -name clk0 -period $clk_period [get_ports {iCLK}]

set non_clock_inputs [all_inputs -no_clocks]
set_input_delay [expr $clk_period * $clk_io_pct] -clock clk0 $non_clock_inputs
set_output_delay [expr $clk_period * $clk_io_pct] -clock clk0 [all_outputs]
==> out/metrics.csv <==
stage,metric,value,unit
yosys,biggest area cells,"dfrtp_1, xnor2_1, xor2_1, and3_1, nand2_1",
yosys,Post-synth seq share,0.575,
route,via count,576,
global_route,antenna violations before repair,0,
sta,Slew Limit Headroom,0.744,
clock_tree,Post-CTS Setup Bufs,0,
layout,logic area,404,sq um
route,Ant. Diodes,0,
global_route,vias in the first global route,561,
sta,worst-case clock skew,0.00181,ns
yosys,Syn Area/Cell,11.8,sq um
power,LEAKAGE,0.000510,uW
clock_tree,worst skew pair latency,0.25,ns
layout,layout cell share with drive strength beyond 1,0.0909,
global_route,GRT overflow,0,
clock_tree,Num CTS Buffers,3,
critical_path,CP max FO,1,
route,DR pass1 iterations,2,
sta,post-route minimum period,1.74,ns
critical_path,r2r endpoint,cont[18],
yosys,chip area in the Yosys report,960,sq um
route,Starting DRT DRC Count,8,
critical_path,startpoint types,flip-flop,
clock_tree,CTS tree,done,
status,status,"complete, no violations",
layout,Seq. cell area,552,sq um
min_path,hold path cells,1,
route,post-route ant nets,0,
critical_path,kind of critical path,flip-flop to primary output,
yosys,"area share, top type",0.548,
sta,fmax,0.574,GHz
min_path,Hold Path End,cont[18],
yosys,Post-Synthesis Cells,81,
critical_path,CP Cell Sequence,clkdlybuf4s50_1,
placed_design,dpl hpwl,1.06,mm
critical_path,RR Startpoint,cont[0],
floorplan,core region area,8680,sq um
critical_path,critical path's slowest cell,dfstp_2,
min_path,worst min-delay path class,flip-flop to flip-flop,
layout,P&R area growth vs syn,21.6,%
floorplan,chip width,114,um
power,Design Power,561,uW
placed_design,PortBufs,2,
floorplan,chip area,13000,sq um
run,max_cap viols,0,
route,drt total wl,1.47,mm
route,Routed WL per cell,7.48,um
critical_path,Top delay family on crit path,flip-flops,
sta,Final Max Tran Viols,0,
sta,fin crit share,0.670,
power,P per Cell Area,480,nW/um^2
floorplan,IO Count,3,
critical_path,critical path's largest stage delay,0.52,ns
sta,Fin. Hold Viols,0,
yosys,Cell Type Count,19,
yosys,Ys Warns,1,
critical_path,Worst Reg-to-Reg Cells,5,
critical_path,WP data arrival,1.22,ns
yosys,synthesized area,960,sq um
global_route,first-pass GRT wire length,2.53,mm
run,number of logged tool warnings,25,
floorplan,fp_density,0.111,
placed_design,final estimated routing congestion in global placement,0.784,
floorplan,Die Height,114,um
route,vias per std cell,2.94,
yosys,ys cells,81,
sta,Slew @ Worst Pin,0.381,ns
sta,unrepaired setup endpoints after global routing,false,
global_route,Total GRT Usage,0.0222,
clock_tree,H-tree lvl count,1,
sta,setup violators final,0,
clock_tree,Hold Buf Count CTS,0,
clock_tree,CTS clock-pin slew for the worst setup and hold paths,0.07,ns
critical_path,Worst setup EP type,primary output,
power,Max IR drop VDD,0.000257,V
yosys,ys flops,22,
yosys,leading area contributor after synthesis,dfrtp_1,
clock_tree,post_cts resized,0,
floorplan,Site Rows,34,
min_path,HP Start,cont[18],
route,DRC Markers,0,
clock_tree,clk root buf,clkbuf_8,
clock_tree,deepest clock path buffer count,2,
clock_tree,Sink Count,22,
sta,setup TNS,0,ns
layout,fillers,1001,
global_route,largest net degree at the start of global routing,23,
critical_path,number of buffers and inverters on the critical path,1,
critical_path,worst reg2reg setup slack,1.16,ns
critical_path,CP required,2.08,ns
kinds of logic (layout without fill, tap and decap cells):
kind of cell	count (synthesis)	in the layout	share of synthesized area
multiplexers	1	1	0.0117
adder cells (fa/ha/maj)	1	1	0.0130
flip-flops	22	22	0.575
AND-OR/OR-AND	1	1	0.0104
AND/OR/NAND/NOR	36	36	0.213
XOR/XNOR	19	19	0.173
buffers and inverters	1	8	0.00391
worst max-delay path by stage:
stage | cells after the start | slack [ns] | to | start
final | 1 | 0.86 | oRST | oRST
after global routing | 1 | 0.82 | oRST | oRST
after CTS | 1 | 0.84 | oRST | oRST
synth_stat cells, drive strengths merged:
cell	number
xnor2	14
nand3	7
and3	6
nand2	9
nand4	3
ha	1
nor3	2
nand4b	1
dfrtp	21
nor4	1
inv	1
mux2	1
xor2	5
a41o	1
nor2	6
dfstp	1
nand3b	1
worst reg2reg max path, cell delays in order (launching register included):
cell and delay (ns):
dfrtp_1 0.41, ha_1 0.21, nand4b_1 0.22, nor2_1 0.21, nand4_1 0.13, xnor2_1 0.15
power by group:
part	switching (uW)	internal, uW
combinational	6.36	2.30
clock	101	109
sequential	0	342
total	107	453
layer usage:
layer	GRT usage	wire, um	vias up
met5	0	0	-
met4	0.00668	34	0
met3	0.00319	27	2
met2	0.0323	651	2
met1	0.0333	753	282
li1	-	-	290
layout make-up:
class	instances	share of cell area
sequential	22	0.473
multi-input combinational	58	0.346
tap	108	0.116
clock buffer	4	0.0386
timing repair buffer	3	0.0236
inverter	1	0.00322
flip-flops by register name, indices dropped and copies added, names as in the netlist:
signal,flops
cont,21
oRST,1
metrics by stage:
stage          area (sq um)  utilization  std cells  worst slack, ns  hold slack (ns)
2_1_floorplan           960            -         81             1.35            0.224
3_3_place_gp           1120        0.129        192             1.12            0.457
3_5_place_dp           1120        0.129        192             1.12            0.455
4_1_cts                1170        0.135        196            0.836            0.469
5_1_grt                1170        0.135        196            0.822            0.501
6_report               1170        0.135        196            0.858            0.470
cell usage in the layout (no fill, tap or decap), types with 2 or more instances in the layout:
cell type        count
clkbuf_8             3
nor2_1               6
and3_1               6
clkdlybuf4s50_1      2
nand2_1              9
nand4_1              3
xor2_1               5
nand3_1              6
xnor2_1             14
dfrtp_1             21
Power figures rest on the tool's default switching activity, not on a simulated workload.
