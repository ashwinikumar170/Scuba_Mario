[design/flow/design.v]
module led_driver (iRSTN, iCLK, iDIG, iG_INT2, oLED);
input				       iRSTN;
input				       iCLK;
input		    [9:0]  iDIG;
input		           iG_INT2;
output	    [7:0]  oLED;
wire				[4:0]  select_data;
wire               signed_bit;
wire				[3:0]  abs_select_high;
reg				  [1:0]  int2_d;
reg	        [23:0] int2_count;
reg	               int2_count_en;
assign select_data = iG_INT2 ? iDIG[9:5] :   
                               (iDIG[9]?(iDIG[8]?iDIG[8:4]:5'h10):(iDIG[8]?5'hf:iDIG[8:4]));  
assign signed_bit = select_data[4];
assign abs_select_high = signed_bit ? ~select_data[3:0] : select_data[3:0];  
assign oLED = int2_count[23] ? ((abs_select_high[3:1] == 3'h0) ? 8'h18 :
				                        (abs_select_high[3:1] == 3'h1) ? (signed_bit?8'h8:8'h10) :
				                        (abs_select_high[3:1] == 3'h2) ? (signed_bit?8'hc:8'h30) :
				                        (abs_select_high[3:1] == 3'h3) ? (signed_bit?8'h4:8'h20) :
				                        (abs_select_high[3:1] == 3'h4) ? (signed_bit?8'h6:8'h60) :
				                        (abs_select_high[3:1] == 3'h5) ? (signed_bit?8'h2:8'h40) :
				                        (abs_select_high[3:1] == 3'h6) ? (signed_bit?8'h3:8'hc0) :
				                                                         (signed_bit?8'h1:8'h80)):
				                        (int2_count[20] ? 8'h0 : 8'hff);  
always@(posedge iCLK or negedge iRSTN)
	if (!iRSTN)
  begin
    int2_count_en	<= 1'b0;	
    int2_count <= 24'h800000;
  end
	else
	begin
		int2_d <= {int2_d[0], iG_INT2};
		if (!int2_d[1] && int2_d[0])
    begin
      int2_count_en	<= 1'b1;		
	    int2_count <= 24'h0;
	  end
	  else if (int2_count[23])
	  	int2_count_en	<= 1'b0; 	
    else
	  	int2_count <= int2_count + 1;
	end
endmodule
[design/flow/run.sh]
#!/bin/bash
# OpenROAD 26Q1-2900-gdf79404cd8, Yosys 0.63+post, stock flow scripts
make -C /OpenROAD-flow-scripts/flow DESIGN_CONFIG=/design/flow/config.mk WORK_HOME=/design/flow/orfs finish
[design/flow/config.mk]
export PLATFORM = sky130hd
export DESIGN_NAME = led_driver
export DESIGN_NICKNAME = led_driver
export VERILOG_FILES = /design/flow/design.v
export SDC_FILE = /design/flow/constraint.sdc
export NUM_CORES = 4
export LEC_CHECK = 1
export CORE_UTILIZATION = 30
[design/flow/constraint.sdc]
current_design led_driver

set clk_period 4.3
set clk_io_pct 0.2

create_clock -name clk0 -period $clk_period [get_ports {iCLK}]

set non_clock_inputs [all_inputs -no_clocks]
set_input_delay [expr $clk_period * $clk_io_pct] -clock clk0 $non_clock_inputs
set_output_delay [expr $clk_period * $clk_io_pct] -clock clk0 [all_outputs]
==> out/metrics.csv <==
stage,metric,value,unit
route,final_antenna_net_count,0,
clock_network,cts_max_path_buffers,2,
synth,synth-seq-area-share,40.5,%
route,totalWireLength,3.24,mm
cells_and_area,drive_gt1_share,7.22,%
global_routing,grt-ovfl-total,0,
floorplan,rows,26,
route,drc_errors,0,
clock_network,clock.latency.late_pin,270,ps
clock_network,cts_resized,0,
timing,setup_viol,0,
global_routing,antenna_found_initial,0,
global_routing,grt_max_degree,27,
timing,fin_setup_tns,0,ps
synth,synth_cells,184,
global_routing,grt_pass1_wl,5.82,mm
floorplan,io-pin-count,21,
worst_setup_path,cp-start-kind,primary input,
clock_network,cts_buffers,3,
status,status,completed,
synth,edf_count,2,
synth,ys_warn_count,1,
worst_setup_path,required,3440,ps
clock_network,clk_pin_slew_worst_paths,90,ps
timing,tightest_slew,426,ps
route,highest_layer,met4,
synth,top_area_cell,dfrtp_1,
synth,synth_chip_area,0.00163,mm^2
cells_and_area,area_delta_synth_final,15.2,%
placed_design,port_buffers,15,
route,wl_met2,1.39,mm
power_and_ir_drop,ir_drop,129,uV
placed_design,post-place-ws,583,ps
synth,async_flop_share,92.3,%
timing,grt_setup_unrepaired,no,
worst_setup_path,worst-path-max-fanout,14,
route,wire_per_inst,12.3,um
timing,setup_ws,525,ps
timing,clock_skew,2.71,ps
synth,topCellsByArea,"dfrtp_1 35%, a21oi_1 4.6%, nor2_1 4.1%, or4_1 4.1%, xor2_1 3.8%",
worst_setup_path,worstSetupPathType,primary input to output port,
route,drt-met1-wl,1.74,mm
timing,slew_viol_final,0,
floorplan,die_h,75.8,um
clock_network,ctsHoldBuffers,0,
route,drt_pre_antenna_iters,4,
timing,hold_viol,0,
route,routed-wl-met3,98,um
worst_setup_path,cp_data_arrival_time,2920,ps
run,cap_violations,0,
synth,ys_cells,184,
synth,avgSynthCellArea,8.87,um^2
floorplan,fp_util,31.6,%
floorplan,core,0.00517,mm^2
synth,numSynthFlops,26,
route,vias,1345,
run,tool_warnings,30,
synth,ff_type,dfrtp_1,
global_routing,grt_pass1_vias,1306,
clock_network,cts_root_buf,clkbuf_8,
clock_network,postCtsSetupBuffers,0,
clock_network,cts.sinks,26,
timing,slew_headroom,71.5,%
worst_setup_path,crit_path_end_kind,output port,
synth,synth.top_cell.area_share,35.2,%
synth,yosysUniqueCellTypes,45,
power_and_ir_drop,p_per_area,267,mW/mm^2
power_and_ir_drop,leakagePower,0.000679,uW
cells_and_area,fill_cells,530,
timing,min_period,3780,ps
clock_network,h-tree-depth,1,
floorplan,dieArea,0.00574,mm^2
global_routing,grt_use_total,13.0,%
timing,timing.fmax,0.265,GHz
timing,finalClockPeriodUsage,87.8,%
route,antennaDiodeCount,0,
clock_network,cts_tree,done,
min_path,hold_path_class,register to register,
route,detail_route.vias_per_cell,5.09,
floorplan,dieWidth,75.8,um
route,drtIter0Drc,74,
placed_design,place_hpwl,2.17,mm
placed_design,gp_congestion,0.860,
synth,synth.cell_area,0.00163,mm^2
==> path summary, 6_finish.rpt <==
path                                      startpoint                          to  cells past startpoint  slack, ps
hold / removal                   int2_d[0]$_DFFE_PP_         int2_d[1]$_DFFE_PP_                      0        450
setup reg to reg           int2_count[6]$_DFFE_PN0P_  int2_count[19]$_DFFE_PN0P_                      4       2390
max in group asynchronous                      iRSTN    int2_count[23]$_DFF_PN1_                      2       3050
setup / recovery                             iG_INT2                     oLED[4]                      6        520
hold reg to reg                  int2_d[0]$_DFFE_PP_         int2_d[1]$_DFFE_PP_                      0        450
min in group asynchronous                      iRSTN  int2_count[18]$_DFFE_PN0P_                      2        960
==> kinds of logic (layout without fill, tap and decap cells) <==
logic type,count (synthesis),count (layout),synth area share [%]
simple gates,82,82,29.3
compound gates,44,44,16.9
flops,26,26,40.5
buf+inv,16,26,4.14
xor+xnor,12,12,6.44
mux,3,3,1.84
fa+ha+maj,1,1,0.766
==> cells in the mapped netlist, drive strengths merged (2+ instances only) <==
cell and number:
dfrtp 23, nor2 18, a21oi 15, nand2 12
nand3 12, clkbuf 10, o21ai 10, or4 9
o31ai 8, xor2 7, nand4 6, inv 5
nor3 5, xnor2 5, or2 4, mux2i 3
nor2b 3, or3 3, and3 2, edfxtp 2
nand4b 2, o31a 2
==> layout by cell type, fill, tap and decap left out, types with 3 or more instances in the layout <==
master,count
or4_1,9
nor2b_1,3
xor2_1,7
or2_2,3
nor3_1,5
xnor2_1,5
clkdlybuf4s50_1,15
or3_1,3
o21ai_0,8
nand3_1,11
nor2_1,18
nand2_1,11
mux2i_1,3
nand4_1,5
clkbuf_8,3
inv_1,5
a21oi_1,15
o31ai_1,8
dfrtp_1,23
==> layout make-up <==
type	count	area, um^2	area share, %
multi-input cells	142	903	48.0
flip-flops and latches	26	662	35.2
clock buffers	3	41.3	2.19
inverters	5	18.8	0.997
clock inverters	1	3.75	0.199
repair buffers	17	165	8.78
well taps	70	87.6	4.65
==> state kept, by name, summed over array words and instances (netlist names) <==
| register | cells |
|---|---|
| int2_count | 24 |
| int2_d | 2 |
==> power by group <==
group	switching [uW]	internal [uW]	total, uW
Clock	72.9	63.9	137
Combinational	42.7	36.3	79.0
Sequential	22.0	264	286
==> metal layers <==
metal	vias to the layer above	GRT usage [%]
li1	695	-
met1	634	19.7
met2	14	21.2
met3	2	1.74
met4	0	0.617
met5	-	0
==> per-stage QoR <==
stage	hold WS (ps)	power [uW]	area (um^2)	instances	utilization (%)
finish	452	502	1880	264	36.4
global route	485	528	1880	264	36.4
CTS	462	511	1880	264	36.4
detailed placement	439	370	1840	260	35.5
global placement	432	367	1840	260	35.5
floorplan	418	343	1630	184	-
==> critical path, stage by stage <==
cell	delay, ps
clkdlybuf4s50_1	620
or2_2	370
o211ai_1	310
xor2_1	110
o21ai_0	160
clkdlybuf4s50_1	480
Power is estimated from default activity; no workload was simulated.
